File: design/flow/config.mk
export PLATFORM = sky130hd
export DESIGN_NAME = DE10_LITE_Golden_Top
export DESIGN_NICKNAME = DE10_LITE_Golden_Top
export VERILOG_FILES = /design/flow/design.v
export SDC_FILE = /design/flow/constraint.sdc
export NUM_CORES = 4
export LEC_CHECK = 1
export CORE_AREA = 10 10 126 126
export DIE_AREA = 0 0 136 136
File: design/flow/constraint.sdc
current_design DE10_LITE_Golden_Top

set clk_period 3.2
set clk_io_pct 0.2

create_clock -name clk0 -period $clk_period [get_ports {ADC_CLK_10}]

set non_clock_inputs [all_inputs -no_clocks]
set_input_delay [expr $clk_period * $clk_io_pct] -clock clk0 $non_clock_inputs
set_output_delay [expr $clk_period * $clk_io_pct] -clock clk0 [all_outputs]
File: design/flow/design.v
module DE10_LITE_Golden_Top(
	input 		          		ADC_CLK_10,
	input 		          		MAX10_CLK1_50,
	input 		          		MAX10_CLK2_50,
	output		    [12:0]		DRAM_ADDR,
	output		     [1:0]		DRAM_BA,
	output		          		DRAM_CAS_N,
	output		          		DRAM_CKE,
	output		          		DRAM_CLK,
	output		          		DRAM_CS_N,
	inout 		    [15:0]		DRAM_DQ,
	output		          		DRAM_LDQM,
	output		          		DRAM_RAS_N,
	output		          		DRAM_UDQM,
	output		          		DRAM_WE_N,
	output		     [7:0]		HEX0,
	output		     [7:0]		HEX1,
	output		     [7:0]		HEX2,
	output		     [7:0]		HEX3,
	output		     [7:0]		HEX4,
	output		     [7:0]		HEX5,
	input 		     [1:0]		KEY,
	output		     [9:0]		LEDR,
	input 		     [9:0]		SW,
	output		     [3:0]		VGA_B,
	output		     [3:0]		VGA_G,
	output		          		VGA_HS,
	output		     [3:0]		VGA_R,
	output		          		VGA_VS,
	output		          		GSENSOR_CS_N,
	input 		     [2:1]		GSENSOR_INT,
	output		          		GSENSOR_SCLK,
	inout 		          		GSENSOR_SDI,
	inout 		          		GSENSOR_SDO,
	inout 		    [15:0]		ARDUINO_IO,
	inout 		          		ARDUINO_RESET_N,
	inout 		    [35:0]		GPIO
);
	parameter DIVIDE = 23'd1666666;
	reg [22:0] tmp_count;
	reg ff;
	assign HEX0 = 8'b1111_1111;
	assign HEX1 = 8'b0000_0111;
	always @(posedge ADC_CLK_10, negedge SW[9]) begin
		if (SW[9] == 1'b0) begin
			tmp_count <= 0;
			ff <= 0;
		end
		else if (tmp_count == DIVIDE) begin
			tmp_count <= 0;
			ff <= ~ff;
		end
		else
			tmp_count <= tmp_count + 23'd1;
	end
	td4 td4(ff, SW[9], SW[3:0], LEDR[3:0]);
endmodule
module ALU(InA, InB, Out, Carry);
  input [3:0] InA, InB;
  output [3:0] Out;
  output Carry;
  wire [3:0] InA, InB, Out;
  wire Carry;
  assign { Carry, Out } = InA + InB;
endmodule
module DataSelector(InA, InB, InPort, SELECT, Out);
  parameter IM = 4'b0000;
  input [3:0] InA, InB, InPort;
  input [1:0] SELECT;
  output [3:0] Out;
  wire [3:0] InA, InB, InPort, Out;
  wire [1:0] SELECT;
  function [3:0] Select;
    input [1:0] SELECT;
    case (SELECT)
      2'b00: Select = InA;
      2'b01: Select = InB;
      2'b10: Select = InPort;
      2'b11: Select = IM;
    endcase
  endfunction
  assign Out = Select(SELECT);
endmodule
module Decoder(Operation, Carry, LOAD, SELECT);
  input [3:0] Operation;
  input Carry;
  output [3:0] LOAD;
  output [1:0] SELECT;
  wire [3:0] Operation;
  wire Carry;
  wire [3:0] LOAD;
  wire [1:0] SELECT;
  assign LOAD[0] = (Operation[2] | Operation[3]);
  assign LOAD[1] = (~Operation[2] | Operation[3]);
  assign LOAD[2] = ~(~Operation[2] & Operation[3]);
  assign LOAD[3] = (~Operation[2] | ~Operation[3] | (~Operation[0] & Carry));
  assign SELECT[0] = (Operation[0] | Operation[3]);
  assign SELECT[1] = (Operation[1]);
endmodule
module GPRegister(CLK, CLR, EN, LOAD, Im, Out);
  input CLK, CLR, EN, LOAD;
  input [3:0] Im;
  wire CLK, CLR, EN, LOAD;
  wire [3:0] Im;
  output reg [3:0] Out;
  always @ (posedge CLK or negedge CLR) begin
    if (CLR == 1'b0)
      Out <= 4'b0000;
    else
      if (LOAD == 1'b0)
        Out <= Im;
      else
        Out <= Out;
  end
endmodule
module PC(CLK, CLR, EN, LOAD, Im, Out);
  input CLK, CLR, EN, LOAD;
  input [3:0] Im;
  wire CLK, CLR, EN, LOAD;
  wire [3:0] Im;
  output reg [3:0] Out;
  always @ (posedge CLK or negedge CLR) begin
    if (CLR == 1'b0)
      Out <= 4'b0000;
    else
      if (LOAD == 1'b0)
        Out <= Im;
      else
        Out <= Out + 4'b0001;
  end
endmodule
module FlagRegister(CLK, CLR, Carry, Out);
  input CLK, CLR, Carry;
  wire CLK, CLR, Carry;
  output reg Out;
  always @ (posedge CLK or negedge CLR) begin
    if (CLR == 1'b0)
      Out <= 1'b0;
    else
      Out <= Carry;
  end
endmodule
module ROM(In, Out);
  input [3:0] In;
  output [7:0] Out;
  wire [3:0] In;
  wire [7:0] Out;
  function [7:0] SelectOrder;
    input [3:0] Address;
    case (Address)
      4'b0000: SelectOrder = 8'b1011_0111;  
      4'b0001: SelectOrder = 8'b0000_0001;  
      4'b0010: SelectOrder = 8'b1110_0001;  
      4'b0011: SelectOrder = 8'b0000_0001;  
      4'b0100: SelectOrder = 8'b1110_0011;  
      4'b0101: SelectOrder = 8'b1011_0110;  
      4'b0110: SelectOrder = 8'b0000_0001;  
      4'b0111: SelectOrder = 8'b1110_0110;  
      4'b1000: SelectOrder = 8'b0000_0001;  
      4'b1001: SelectOrder = 8'b1110_1000;  
      4'b1010: SelectOrder = 8'b1011_0000;  
      4'b1011: SelectOrder = 8'b1011_0100;  
      4'b1100: SelectOrder = 8'b0000_0001;  
      4'b1101: SelectOrder = 8'b1110_1010;  
      4'b1110: SelectOrder = 8'b1011_1000;  
      4'b1111: SelectOrder = 8'b1111_1111;  
      default: SelectOrder = 8'b0000_0000;
    endcase
  endfunction
  assign Out = SelectOrder(In);
endmodule
module td4(CLK, CLR, IN, OUT);
  input CLK, CLR;
  input [3:0] IN;
  output [3:0] OUT;
  wire CLK, CLR, EN;
  wire [3:0] LOAD;
  wire [3:0] OutA, OutB;
  wire [3:0] Address;
  wire [7:0] Order;
  wire [1:0] SELECT;
  wire [3:0] OutDataSelector;
  wire [3:0] ALUResult;
  wire Carry, CarryOut;
  ROM ROM(Address, Order);
  Decoder Decoder(Order[7:4], CarryOut, LOAD, SELECT);
  DataSelector DataSelector(OutA, OutB, IN, SELECT, OutDataSelector);
  ALU ALU(OutDataSelector, Order[3:0], ALUResult, Carry);
  GPRegister ARegister(CLK, CLR, EN, LOAD[0], ALUResult, OutA);
  GPRegister BRegister(CLK, CLR, EN, LOAD[1], ALUResult, OutB);
  GPRegister OutPortRegister(CLK, CLR, EN, LOAD[2], ALUResult, OUT);
  PC PC(CLK, CLR, EN, LOAD[3], ALUResult, Address);
  FlagRegister FlagRegister(CLK, CLR, Carry, CarryOut);
endmodule
File: design/flow/run.sh
#!/bin/bash
# OpenROAD 26Q1-2900-gdf79404cd8, Yosys 0.63+post, stock flow scripts
make -C /OpenROAD-flow-scripts/flow DESIGN_CONFIG=/design/flow/config.mk WORK_HOME=/design/flow/orfs finish
==> impl_metrics.csv <==
group,metric,value,unit
synth,synthArstFlopShare,100,%
detailed_routing,firstDrtPassIters,4,
finish,mostFrequentLayoutCells,"93 x conb_1, 41 x dfrtp_1, 25 x nor2_1",
finish,design_area,2930,um2
final_timing,unclocked_pins,17,
detailed_routing,routed_wl,4700,um
global_route,grt_usage,4.87,%
synth,top_area_share,34.6,%
synth,ys_seq_share,34.6,%
placed_design,dp.cells,480,
placed_design,dpl.hpwl,3940,um
finish,area_growth,-1.18,%
synth,ys_sh_adder,6.17,%
floorplan,dieArea,18500,um2
clock_tree,root_buffer,"clkbuf_16",
detailed_routing,wl_per_cell,9.72,um
min_path,hold_class,"flop to flop",
detailed_routing,vias,1671,
setup_path,crit_start,"tmp_count[0]$_DFF_PN0_",
final_timing,tightest_slew,0.847,ns
setup_path,start_kind,"flop",
finish,final_common_cell,"conb_1",
final_timing,skew,0.00164,ns
synth,edf_count,0,
setup_path,cp_max_fo,6,
synth,synthSimpleGateAreaFrac,14.2,%
power_and_ir_drop,pwr_density_cell,196,nW/um2
run_status,outcome,"completed",
global_route,grt_max_degree,25,
setup_path,arrival,2.19,ns
setup_path,r2r-start,"tmp_count[0]$_DFF_PN0_",
synth,ys.flops,41,
finish,final_cell_count_no_fill,483,
floorplan,coreArea,13200,um2
finish,drive_gt1_share,7.17,%
power_and_ir_drop,ir_drop,0.246,mV
synth,synthAoiAreaFrac,3.55,%
power_and_ir_drop,p_leak,1.40,nW
synth,yosysTopAreaCell,"dfrtp_1",
synth,ys_cells,304,
setup_path,path_class,"flop to flop",
floorplan,ios,185,
synth,ys_sh_mux,8.95,%
clock_tree,ctsHoldBuffers,0,
synth,yosysWarnings,83,
global_route,overflow,0,
clock_tree,cts_buffers,3,
clock_tree,cts_tree,"done",
placed_design,pre_cts_slack,1.17,ns
synth,syn_area_per_cell,9.75,um2
placed_design,dpl_cell_area,2850,um2
final_timing,period_needed,2.02,ns
final_timing,untimed_endpoints,92,
floorplan,rows,42,
synth,ff_type,"dfrtp_1",
detailed_routing,drc,0,
final_timing,whs,0.476,ns
setup_path,required,3.37,ns
final_timing,final.setup.tns,0,ns
detailed_routing,vias_per_cell,3.46,
finish,n_fill_cell,1424,
clock_tree,cts_resized,0,
final_timing,max_freq,495,MHz
final_timing,hold_viol_final,0,
clock_tree,cts_setup_buffers,0,
floorplan,die_h,136,um
floorplan,fp_util,22.5,%
final_timing,finalSetupViolCount,0,
synth,syn_area,2960,um2
placed_design,io_buffers,5,
final_timing,fin_ws,1.18,ns
detailed_routing,diodes,0,
final_timing,slew_headroom,41.9,%
final_timing,drv_slew,0,
min_path,hp-start,"tmp_count[22]$_DFF_PN0_",
synth,syn_inst,304,
global_route,antenna_found_initial,0,
synth,ys_sh_xor,6.50,%
setup_path,crit_path_end_kind,"flop",
job,tool_warnings,117,
final_timing,rsz0062_at_grt,"no",
min_path,min_path_cells,1,
synth,ys_chip_area,2960,um2
setup_path,rr_worst_depth,6,
clock_tree,cts_max_level,1,
final_timing,fin_crit_sh,63.1,%
floorplan,fp.dieW,136,um
synth,synth.distinct_cells,40,
clock_tree,insertion_delay,0.25,ns
clock_tree,path_clk_slew,0.05,ns
global_route,grt_pass1_vias,1678,
detailed_routing,drt_iter0_markers,46,
clock_tree,ctsLongestPathBuffers,2,
global_route,grt_first_pass_wirelength,7830,um
detailed_routing,ant_nets,0,
synth,area_leaders,"dfrtp_1 35%, buf_4 24%, ha_1 5.5%",
placed_design,gp_congestion,0.801,
synth,logic_family,"buffers and inverters",
job,cap_violations,0,
-- routing by layer --
layer  up-vias  GRT usage [%]  wire (um)
met5         -              0          0
met4         0          0.118          8
li1        835              -          -
met3         2          0.861        190
met1       789           6.77       2220
met2        45           8.23       2280
-- where the power goes --
part	internal (mW)	total, mW	switching (mW)
registers	0.303	0.303	0
logic	0.00123	0.0179	0.0167
clock network	0.165	0.252	0.0877
total	0.469	0.574	0.104
-- through the flow --
stage | total power, mW | util [%]
6_report | 0.574 | 22.2
3_5_place_dp | 0.331 | 21.6
5_1_grt | 0.606 | 22.2
2_1_floorplan | 0.390 | -
3_3_place_gp | 0.333 | 21.6
4_1_cts | 0.589 | 22.2
-- critical path, stage by stage, from the launching register on --
cell     delay (ns)
dfrtp_1        0.43
ha_1           0.27
nand4_1        0.18
nor4_1         0.54
nand3_1        0.21
nor2_1         0.17
xor2_1         0.15
-- cell usage after synthesis, types with 6 or more instances --
cell / count
nand2_1: 12
nand3_1: 7
buf_4: 94
ha_1: 13
inv_1: 7
dfrtp_1: 41
nand4_1: 11
xnor2_1: 12
mux2_2: 6
xor2_1: 10
nor2_1: 25
mux2i_1: 10
-- sequential cells by signal, indices dropped and copies added, names as in the netlist --
signal,cells
td4.FlagRegister.Out,1
td4.BRegister.Out,4
tmp_count,23
td4.OutPortRegister.Out,4
ff,1
td4.ARegister.Out,4
td4.PC.Out,4
-- cells by family (layout without fill, tap and decap cells) --
family / count (synthesis) / after routing
buffers and inverters: 106 / 18
multiplexers: 23 / 23
AND/OR/NAND/NOR: 80 / 80
XOR/XNOR: 22 / 22
other: 2 / 93
AND-OR/OR-AND: 16 / 16
adder cells (fa/ha/maj): 14 / 14
flip-flops: 41 / 41
-- final cells by class --
type                    instances  area, um2  area share [%]
multi-input cells             248       1520            51.8
flip-flops and latches         41       1030            35.0
well taps                     176        220            7.52
clock buffers                   3       75.1            2.56
repair buffers                  7       60.1            2.05
inverters                       8       30.0            1.03
-- final timing paths --
path	slack, ns	endpoint
max reg2reg	1.18	tmp_count[22]$_DFF_PN0_
min	0.48	tmp_count[22]$_DFF_PN0_
max in group asynchronous	2.27	tmp_count[3]$_DFF_PN0_
max	1.18	tmp_count[22]$_DFF_PN0_
min reg2reg	0.48	tmp_count[22]$_DFF_PN0_
min in group asynchronous	0.71	ff$_DFFE_PN0N_
No activity file was given, so power comes from the tool's default toggle rates.
